==> flow/design.v <==
module Subclock(
    input wire clock,
    output wire tick_out
    );
parameter FREQUENCY = 50_000_000;
parameter CLOCK_FREQUENCY = 50_000_00;
localparam TRIP = CLOCK_FREQUENCY / FREQUENCY / 2;
reg [31:0] counter = 0;
reg tick = 0;
always @(posedge clock) begin
    counter <= counter + 1;
    if(counter > TRIP) begin
        counter <= 0;
        tick = ~tick;
        end
    end
assign tick_out = tick;
endmodule
==> flow/run.sh <==
#!/bin/bash
# OpenROAD 26Q1-2900-gdf79404cd8, Yosys 0.63+post, stock flow scripts
make -C /OpenROAD-flow-scripts/flow DESIGN_CONFIG=/design/flow/config.mk WORK_HOME=/design/flow/orfs finish
==> flow/config.mk <==
export PLATFORM = sky130hd
export DESIGN_NAME = Subclock
export DESIGN_NICKNAME = Subclock
export VERILOG_FILES = /design/flow/design.v
export SDC_FILE = /design/flow/constraint.sdc
export NUM_CORES = 4
export LEC_CHECK = 1
export CORE_AREA = 10 10 77 77
export DIE_AREA = 0 0 87 87
==> flow/constraint.sdc <==
current_design Subclock

set clk_period 1.7
set clk_io_pct 0.2

create_clock -name clk0 -period $clk_period [get_ports {clock}]

set non_clock_inputs [all_inputs -no_clocks]
set_input_delay [expr $clk_period * $clk_io_pct] -clock clk0 $non_clock_inputs
set_output_delay [expr $clk_period * $clk_io_pct] -clock clk0 [all_outputs]
==> results.txt <==
Notes on the physical design

The number of sinks on the clock net is 33. The number of distinct library cells after synthesis is 12. The required time of the critical path is 1360 ps.

The DRC violations left is 0. The hold buffer count at cts is 0. The detailed placer's ending HPWL is around 590 um. The initial antenna violation count is 0. The post-layout instance count excluding filler cells is roughly 140. The worst path meets setup with between 200 and 300 ps of slack. The average wire length per cell after detail routing is slightly below 6 um. Max-slew check failures listed in the final report amount to 0.

The kind of cell adding the most delay to the critical path is buffers and inverters. Per the STA report, the cell with the highest stage delay on the worst path is sky130_fd_sc_hd__clkdlybuf4s50_1. Once the clock tree was built, the resizer swapped 0 gates to a different size. Yosys stat counts 55 cells in the synthesized netlist. The leftover overflow at the end of global routing is 0. VDD sags by at most about 280 uV.

The main area contributors are sky130_fd_sc_hd__dfxtp_1 (78%), sky130_fd_sc_hd__nor4_1 (3.8%), sky130_fd_sc_hd__edfxtp_1 (3.7%). The largest single stage delay on the critical path is about 470 ps. The setup-violating endpoint count in the final report is 0. The number of global-route vias before repair came to 340. The final timing report lists clock skew as between 4 and 5 ps. Measured along the y axis, the die boundary spans 87 um. The detail route stage leaves a number of antenna-violating nets equal to 0. The port buffer count is 1.

The most critical min-delay path falls under flop to flop. Setup repair after global routing left no endpoint under its margin. After detailed placement, the design holds a cell count of ~140. By instance count after routing, the leading logic cell type is sky130_fd_sc_hd__dfxtp_1. The startpoint type of the worst setup path is a flop. The number of hold violations in the final report is 0.

The worst endpoint data arrival time is 1080 ps. The final worst-path cycle share is between 80 and 90%. The total die size is ~0.0076 mm2. Entering global routing, the biggest net connects 10 pins. The pre-CTS setup slack is approximately 330 ps.

The mean instance size in the synthesized netlist is roughly 15 um2. The post-synth register bit count is 33. The number of synthesis warnings is 1. The final-layout setup total negative slack is 0 ps. The share of the synthesized area in the top cell type is 78.05%. Per the cell usage report, the commonest logic cells after layout are sky130_fd_sc_hd__dfxtp_1 (32), sky130_fd_sc_hd__conb_1 (29), sky130_fd_sc_hd__clkbuf_8 (6), sky130_fd_sc_hd__nor4_1 (5). In this run the tools logged warnings totalling 26. The signal on the critical path passes through clkdlybuf4s50_1. The chip width is just under 90 um. The initial core utilization is 18.85%. Across every metal layer, demand over resource in global routing totals under 10%. Max-cap violations in this run came to 0.

The shortest period the worst path allows is approximately 1400 ps. Timing would allow up to 706.4 MHz. The area reported by Yosys stat is 820.8 um2. Per the CTS log, the root buffer master is sky130_fd_sc_hd__clkbuf_8.

The run finished with clean final reports. The count of H-tree levels built during CTS is 2. The routed via count is around 400. The post-synthesis instance area is ~800 um2. Per the summary, power density relative to cell area is around 1300 mW/mm2. TritonCTS built the clock tree. The post-route core utilization is about 25%.

The flow measured a signed area growth from synthesis to layout of 32.47%. The routed design ends up with an antenna cell count of 0. In the CTS report, the clock slew at the register clock pins of the worst setup and hold paths is listed as around 60 ps. In this run the deepest clock path goes through 2 buffers. For this run, the register share of the synthesized area comes to between 80% and 90%.

The analysis attributes to cell leakage a power of about 0.00046 uW. The number of buffers added by the clock tree synthesis step is 5. The later-pin clock latency in the skew report is about 270 ps. Per the gpl log, the routability congestion estimate is 0.6704.

The final wirelength is between 800 and 900 um. The critical path is of the flop to output pin type. Summed over all instances, the cell type with the most area after synthesis is sky130_fd_sc_hd__dfxtp_1. The worst-path maximum fanout is 2. Hold is met by 470.8 ps.

Using the TritonRoute via totals, the vias-per-cell ratio works out to approximately 2.8. Post-CTS timing repair inserted 0 buffers for setup. Together, buffers and inverters on the worst path number 1. The fraction of layout cells with a size suffix above 1 is between 8 and 9%. The critical path endpoint category is an output pin.

The number of placement rows is 24. The total core area is 0.004354 mm2. The synthesized instance count is 55. Detailed-route iteration 0 reported a violation count of 12.

The count of pins on the block boundary is 2. The first-pass GRT wire length is approximately 1400 um. The number of detailed-route iterations in the first pass is 2.
cells in the mapped netlist:
master,count
sky130_fd_sc_hd__nor3_1,4
sky130_fd_sc_hd__ha_1,2
sky130_fd_sc_hd__edfxtp_1,1
sky130_fd_sc_hd__xnor2_1,1
sky130_fd_sc_hd__nor4_1,5
sky130_fd_sc_hd__inv_1,4
sky130_fd_sc_hd__dfxtp_1,32
sky130_fd_sc_hd__or2_1,1
sky130_fd_sc_hd__conb_1,1
sky130_fd_sc_hd__nor4b_2,1
sky130_fd_sc_hd__nand4_1,2
sky130_fd_sc_hd__nor4_2,1
per-layer routing:
layer / vias up / GRT usage, % / share of wire (%)
li1: 225 / - / -
met5: - / 0 / 0
met3: 4 / 1.132 / 5.3
met2: 9 / 2.798 / 39
met4: 0 / 1.473 / 6.1
met1: 162 / 2.791 / 49
state kept, by name, summed over array words and instances, names as in the netlist:
register,cells
tick,1
counter,32
final cells by class:
type / count / area [um2]
fillers: 436 / 3267
flip-flops and latches: 33 / 670.6
multi-input cells: 46 / 240.2
inverters: 4 / 15.01
repair buffers: 1 / 10.01
clock buffers: 7 / 86.33
well taps: 52 / 65.06
where the power goes:
group          internal [uW]  total [uW]  switching (uW)
clock                    320         550             230
combinational           3.25        10.9            7.61
sequential               814         825            10.5
cell families (layout without fill, tap and decap cells):
group	Yosys count	count (layout)	synth area share, %
flops	33	33	81.71
simple gates	14	14	11.89
xor+xnor	1	1	1.067
fa+ha+maj	2	2	3.048
buf+inv	4	12	1.829
other cells	1	29	0.4569
final timing paths:
kind / from / endpoint / slack (ps) / cells after the start
worst max-delay path: tick / tick_out / 280 / 1
worst min-delay path: counter[0] / counter[0] / 470 / 1
worst max register to register: counter[0] / tick / 320 / 5
worst min register to register: counter[0] / counter[0] / 470 / 1
through the flow:
step | instance area, um2 | total power (uW)
detailed placement | 1001 | 853.1
global placement | 1001 | 850.2
CTS | 1087 | 1407
global route | 1087 | 1438
finish | 1087 | 1385
floorplan | 925.9 | 848.1
Power and IR drop assume default switching activity.

==> design/flow/constraint.sdc <==
current_design Uart

set clk_period 3.6
set clk_io_pct 0.2

create_clock -name clk0 -period $clk_period [get_ports {clock}]

set non_clock_inputs [all_inputs -no_clocks]
set_input_delay [expr $clk_period * $clk_io_pct] -clock clk0 $non_clock_inputs
set_output_delay [expr $clk_period * $clk_io_pct] -clock clk0 [all_outputs]
==> design/flow/design.v <==
module Uart(
    input wire clock,
    output tx,
    input rx,
    input write_enable,
    input reset,
    input [7:0] tx_data,
    output wire [7:0] rx_data,
    output wire tx_ready,
    output reg rx_ready
    );
parameter BAUD_RATE  = 115200;
parameter CLOCK_RATE = 50_000_000;
parameter TIMESLICE  = CLOCK_RATE / BAUD_RATE;
parameter HALF_SLICE = TIMESLICE / 2;
localparam STOP  = 1'b1;
localparam START = 1'b0;
reg [12:0] tx_counter = 0;
reg  [9:0] frame      = 0;  
reg        tx_out     = 0;
wire sending = |frame;
assign tx_ready = !sending;
assign tx = tx_out;
always @(posedge clock) begin
    tx_counter <= tx_counter + 1;
    if(tx_counter >= TIMESLICE) begin
        tx_counter <= 0;
        if(sending) begin
            {frame, tx_out} <= {1'b0, frame};
            end
        else if(write_enable) begin
            frame <= {STOP, tx_data, START};
            end
        end
    end
reg [20:0] counter = 0;
reg [15:0] bit_counter = 0;
reg [8:0] buffer = 0;
reg receiving = 0;
assign rx_data[7:0] = buffer[8:1];
always @(posedge clock) begin
    if(rx == START && ~receiving) begin
        receiving <= 1;
        rx_ready <= 0;
        end
    if(receiving) begin
        counter <= counter + 1;
        end
    if(counter > TIMESLICE) begin
        counter <= 0;
        bit_counter <= bit_counter + 1;
        end
    if(counter == HALF_SLICE) begin
        buffer <= {rx, buffer[8:1]};
        end
    if(bit_counter == 9) begin
        receiving <= 0;
        bit_counter <= 0;
        rx_ready <= 1;
        end
    end
endmodule
==> design/flow/run.sh <==
#!/bin/bash
# OpenROAD 26Q1-2900-gdf79404cd8, Yosys 0.63+post, stock flow scripts
make -C /OpenROAD-flow-scripts/flow DESIGN_CONFIG=/design/flow/config.mk WORK_HOME=/design/flow/orfs finish
==> design/flow/config.mk <==
export PLATFORM = sky130hd
export DESIGN_NAME = Uart
export DESIGN_NICKNAME = Uart
export VERILOG_FILES = /design/flow/design.v
export SDC_FILE = /design/flow/constraint.sdc
export NUM_CORES = 4
export LEC_CHECK = 1
export CORE_UTILIZATION = 40
==> impl_metrics.toml <==
# synthesis and place-and-route metrics
[status]
status = "finished clean"

[grt]
grt_overflow = 0
grt_max_degree = 21
antenna_found_initial = 0
grt_pass1_vias = 1552
grt_usage = 0.124
grt_first_pass_wirelength_um = 6870

[detailed_routing]
drc = 0
n_antenna_cell = 0
routed_wl_um = 3890
first_iter_violations = 43
wire_per_inst_um = 11.0
drt-pass1-iter-count = 4
vias_per_cell = 4.74
antenna_left = 0
num_vias = 1681

[yosys]
top_cell = "dfxtp_1"
syn_avg_cell_area_um2 = 11.4
top_area_frac = 0.394
syn_area_um2 = 2640
syn_inst = 231
synth_warnings = 1
top_cells_by_area = "dfxtp_1 39%, edfxtp_1 22%, xnor2_1 6.0%"
synth_top_flop_cell = "dfxtp_1"
synthArstFlopShare = 0
netlist.top_cell.by_area = "dfxtp_1"
synth-edff-count = 19
top_cells_by_count = "52 x dfxtp_1, 23 x nor2_1, 19 x edfxtp_1"
synth.yosys.seq_area_share = 0.610
ys_chip_area_um2 = 2640
yosys_cells = 231
ys_ff = 71
ys_types = 35

[critical_path]
endpoint_kind = "primary output"
critPathLaunchType = "register"
cp.required_ns = 2.88
critical_path.max_fanout = 2
critical_path_class = "reg2out"
worstPathArrival_ns = 2.10

[clock_network]
clock_latency_ns = 0.33
clk_pin_slew_ns = 0.07
hold_buffers = 0
cts_tree = "yes"
cts.sinks = 71
cts_buffers = 9
cts_max_level = 3
clk_path_buf_depth = 2
post_cts_buffers = 0
clockRootBuffer = "clkbuf_8"
cts_repair_resize_count = 0

[floorplanning]
die_h_um = 83.3
dieArea_um2 = 6940
fp_util = 0.416
ioPinCount = 23
die_width_um = 83.3
rows = 29
coreArea_um2 = 6350

[flow_run]
maxCapViolations = 0
warnings = 30

[pwr]
cellLeakagePower_nw = 1.25
ir_drop_uv = 320
p_total_mw = 1.77
power_density_nw_per_um2 = 559

[finish]
final_core_util = 0.498
n_fill_cell = 568
syn_to_final_growth_pct = 19.7
fin_cells = 355
final_layout_size_suffix_gt1_frac = 0.0719
fin_area_um2 = 3160

[placed_design]
dp_hpwl_um = 2590
dpl-instance-area_um2 = 2990
placedCellCount = 339
place.gp.congestion = 0.811
port_buffers = 21

[sta]
finalSetupTns_ns = 0
period_minus_slack_ns = 2.82
max_freq_ghz = 0.355
drv_slew = 0
finalSetupViolCount = 0
fin_crit_sh = 0.783
rsz0062_at_grt = "false"
worst_pin_slew_ns = 0.877
clock_skew_ns = 0.00937
maxSlewHeadroom = 0.415
final-hold-violation-count = 0

[min_path]
hp-class = "reg2reg"
power breakdown:
group	switching, mW	internal, mW	total, mW
clock network	0.270	0.288	0.558
logic	0.0569	0.113	0.170
registers	0.0876	0.954	1.04
total	0.414	1.35	1.77
sequential cells by signal (all words and copies together) (netlist names):
name	count
frame	10
counter	21
rx_ready	1
buffer	8
tx_out	1
bit_counter	16
receiving	1
tx_counter	13
worst paths after layout:
check | startpoint | endpoint | slack, ns | cells after the start
max | frame[4] | tx_ready | 0.78 | 3
min | buffer[2] | buffer[1] | 0.45 | 0
max reg2reg | counter[3] | bit_counter[2] | 1.45 | 5
min reg2reg | buffer[2] | buffer[1] | 0.45 | 0
layout make-up:
cell class                      instances  area (um^2)  share of cell area
Clock buffer                           12          156              0.0494
Clock inverter                          4         20.0             0.00633
Inverter                                6         22.5             0.00712
Multi-Input combinational cell        161         1020               0.324
Sequential cell                        71         1610               0.509
Tap cell                               77         96.3              0.0304
Timing Repair Buffer                   24          233              0.0735
stage by stage:
step | setup WS (ns) | hold WS, ns
after global placement | 1.14 | 0.431
after detailed placement | 1.12 | 0.435
after CTS | 0.743 | 0.453
final | 0.780 | 0.451
after global routing | 0.655 | 0.455
after floorplan | 1.32 | 0.400
kinds of logic after synthesis:
logic type	Yosys count	synth area share
fa+ha+maj	7	0.0331
compound gates	19	0.0511
mux	2	0.00805
other cells	1	0.00142
simple gates	91	0.186
buf+inv	14	0.0241
flops	71	0.610
xor+xnor	26	0.0861
placed cells by master, fill, tap and decap left out, drive strengths merged:
master and instances:
and3b 1, mux2 1, xor2 8, mux2i 1, xnor2 18, buf 3, nand2 11, conb 16
nor2 23, nor4 9, clkdlybuf4s50 21, a21o 8, a31oi 1, o211ai 1, o21ai 3, ha 7
clkinv 4, dfxtp 52, nand4 11, or3 2, and4 3, nand2b 2, a21oi 3, nor2b 2
inv 6, edfxtp 19, nor4b 2, a21boi 1, a211oi 2, or4 2, nor3b 2, nand3 9
and3 12, clkbuf 12
per-layer routing:
metal	wire length, um	up-vias	global-route usage
met2	1430	33	0.168
li1	-	882	-
met1	2170	754	0.206
met3	173	12	0.0333
met4	124	0	0.0345
met5	0	-	0
worst max-delay path, cell delays in order, from the launching register on:
cell and delay, ns:
edfxtp_1 0.39, or4_1 0.52, nor4_1 0.33, clkdlybuf4s50_1 0.53
Power and IR drop assume default switching activity.

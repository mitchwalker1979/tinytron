[design/flow/run.sh]
#!/bin/bash
# OpenROAD 26Q1-2900-gdf79404cd8, Yosys 0.63+post, stock flow scripts
make -C /OpenROAD-flow-scripts/flow DESIGN_CONFIG=/design/flow/config.mk WORK_HOME=/design/flow/orfs finish
[design/flow/config.mk]
export PLATFORM = sky130hd
export DESIGN_NAME = Debug
export DESIGN_NICKNAME = Debug
export VERILOG_FILES = /design/flow/design.v
export SDC_FILE = /design/flow/constraint.sdc
export NUM_CORES = 4
export LEC_CHECK = 1
export CORE_UTILIZATION = 40
[design/flow/constraint.sdc]
current_design Debug

set clk_period 4.5
set clk_io_pct 0.2

create_clock -name clk0 -period $clk_period [get_ports {clock}]

set non_clock_inputs [all_inputs -no_clocks]
set_input_delay [expr $clk_period * $clk_io_pct] -clock clk0 $non_clock_inputs
set_output_delay [expr $clk_period * $clk_io_pct] -clock clk0 [all_outputs]
[design/flow/design.v]
module Debug(
    input clock,
    input wire [15:0] value,
    output [0:3] digit,
    output [0:7] segment
    );
parameter PERIOD = 50_000;
parameter BRIGHTNESS = 8'hff;
reg [15:0] counter = 0;
reg [ 1:0] column  = 0;
reg [ 7:0] pattern = 0;
wire pwm;
Pwm x(clock, BRIGHTNESS, pwm);
always @(posedge clock)
begin
    counter = counter + 1;
    if(counter >= PERIOD)
    begin
        counter = 0;
        column = column + 1;
        case(value >> (column * 4) & 4'b1111)
             0: pattern = 8'b11111100;
             1: pattern = 8'b01100000;
             2: pattern = 8'b11011010;
             3: pattern = 8'b11110010;
             4: pattern = 8'b01100110;
             5: pattern = 8'b10110110;
             6: pattern = 8'b10111110;
             7: pattern = 8'b11100000;
             8: pattern = 8'b11111110;
             9: pattern = 8'b11100110;
            10: pattern = 8'b11101110;
            11: pattern = 8'b00111110;
            12: pattern = 8'b10011100;
            13: pattern = 8'b01111010;
            14: pattern = 8'b10011110;
            15: pattern = 8'b10001110;
            default: pattern = 8'b00000001;
            endcase
        if(column > 3) column = 0;
        end
    end
assign digit = ~((1 & pwm) << column);
assign segment = ~pattern;
endmodule
module Pwm(
    input clock,
    input [7:0] power,
    output wire pwm
    );
parameter STEP_DELAY = 195;  
parameter PERIOD = 50_000;
reg [15:0] counter = 0;
reg state = 0;
always @(posedge clock)
begin
    counter = counter + 1;
    if(counter <= power * STEP_DELAY) state = 1;
    else state = 0;
    if(counter >= PERIOD) counter = 0;
    end
assign pwm = state;
endmodule
==> deck_impl_summary.md <==
Run Summary

Finish
  • Signed area change from the synthesized netlist to the final layout: 14.48%
  • Final std cells w/o fill: approximately 400
  • Combined flip-flop and latch cell area: a little over 900 um^2
  • Area of the multi-input gates: 1544 um^2
  • Proportion of layout cells with a drive suffix above 1: a little under a tenth
  • Leading cell types in the layout, fill and taps excluded: sky130_fd_sc_hd__dfxtp_1 (33), sky130_fd_sc_hd__nor2_1 (28), sky130_fd_sc_hd__clkdlybuf4s50_1 (27)
  • Number of filler instances in the final layout: ~580
  • Highest-count logic cell in the final layout: sky130_fd_sc_hd__dfxtp_1

Timing
  • Final Hold Vio Count: 0
  • Skew final: roughly 0.008 ns
  • Count of final setup violators: 0
  • Unrepaired setup endpoints after global routing: false
  • Period utilisation layout: 61.95%
  • Count of final max-slew check failures: 0
  • Post-route minimum period: between 2 and 3 ns
  • Relative slew margins: 46.16%
  • Slew @ Worst Pin: around 0.81 ns
  • Maximum clock rate: 358.7 MHz
  • Sum of negative setup slack: 0 ns

Die
  • Core Footprint: about 6300 um^2
  • Standard-cell rows: 29
  • Fp_density: between 40% and 50%
  • Total die area: slightly below 7000 um^2
  • Die Y-Extent: 83.05 um
  • Top Ports: 29
  • Die X-Extent: ~83 um

Placement
  • HPWL after detailed placement: between 3000 and 4000 um
  • Global placer's final weighted congestion: between 0.8 and 0.9
  • Placed cells: just under 400
  • Quantity of I/O buffers inserted on ports: 27

Drt
  • Detail-routed net length per standard cell: roughly 12 um
  • Antenna cell count: 0
  • Via density: between 5 and 6
  • Total number of vias: around 2000
  • Drt first-iter violations: approximately 84
  • Iteration tally of the first detailed-router pass: 4
  • Number of remaining DRC errors: 0
  • Detailed Route WL: ~4700 um
  • Antenna viol nets, final: 0

Setup path
  • Arrival @ worst endpoint: 2.92 ns
  • Crit path launch: x.counter[0]
  • Slowest cell on crit path: sky130_fd_sc_hd__a22oi_2
  • Sort of element at the start of the critical path: flip-flop
  • Reg2reg path depth: 7
  • Worst Setup Path Type: reg2reg
  • Max incr delay on CP: roughly 0.62 ns
  • Launch point of the worst reg-to-reg path: x.counter[0]
  • CP Capture Type: flip-flop
  • Cell breakdown of the critical path: ha_1 > nand4_1 > nor2_1 > a311oi_1 > a31o_2 > a22oi_2 > a21oi_1
  • Reg-to-reg slack, setup: between 1.5 and 2 ns
  • Buffering stage count on the worst path with inverters included: 0
  • Dominant delay contributor by cell family on the critical path: AND-OR/OR-AND gates
  • Crit path required time: 4.63 ns
  • FF-to-FF End: x.state
  • Critical path fanouts, max: 17

Yosys
  • Post-synthesis cell count from yosys: approximately 300
  • Yosys chip area: ~2600 um^2
  • Post-synth seq share: roughly 35%
  • EDFF count, synth: 9
  • Biggest combinational cell group after synthesis: simple AND/OR/NAND/NOR gates
  • Synth cell types: approximately 57
  • Area share of xor/xnor cells in the synthesized design: roughly 11%
  • Compound-gate portion of the synthesized area: ~12%
  • Share of async-settable or async-resettable flops after synthesis: 0%
  • Basic-gate share of the synthesized area counting and, or, nand and nor cells: between 20% and 30%
  • Number of warnings reported in the yosys synthesis log: 2
  • Synthesized netlist cell count: between 200 and 300
  • Mean area per synthesized cell: ~9 um^2
  • Flip-flop cell with the highest count after synthesis: sky130_fd_sc_hd__dfxtp_1
  • Post-synth mux share: under 10%
  • Cell area after technology mapping: between 2000 and 3000 um^2
  • Count of state elements after synthesis: around 42
  • Area fraction in full adders, half adders and majority gates: under 10%

Clock network
  • Total setup buffers inserted after CTS: 0
  • Clock buffers created by TritonCTS: 5
  • Number of buffers on the longest clock path: 2
  • Clock Latency Late Sink: 0.29 ns
  • Quantity of hold-fixing buffers added after cts: 0
  • Clock slew at the register clock pins of the worst setup and hold paths: about 0.080 ns
  • Cts repair resizes: 0
  • Clk sinks: approximately 42
  • H-tree levels: 2
  • CTS tree: built
  • CTS root buf: sky130_fd_sc_hd__clkbuf_8

Power and ir drop
  • Maximum resistive drop on vdd: about 110 uV
  • Leakage: roughly 1.1 nW
  • Power per cell area: between 200 and 250 nW/um^2

GRT
  • Antenna violations before repair: 0
  • Total routing usage reported by global routing: between 10 and 15%
  • Largest net degree at the start of global routing: 20
  • Total global routing overflow: 0
  • Via count of the first global-routing pass: around 1900
  • First-pass GRT wire length: between 8000 and 9000 um

Worst hold path
  • Path type of the worst min-delay path: reg2reg
  • Hold Path Stages: 1
  • Capture endpoint of the worst hold path: counter[0]
  • Hold Startpoint: counter[0]

Flow run
  • Number of warnings the tools reported: 35
  • Number of maximum-capacitance constraint violations: 0

Status
  • Outcome: finished clean
[cell usage after synthesis, types with 3 or more instances]
| library cell | n | area, um^2 |
|---|---|---|
| sky130_fd_sc_hd__a21oi_1 | 10 | 50.05 |
| sky130_fd_sc_hd__a31o_2 | 3 | 26.28 |
| sky130_fd_sc_hd__a31oi_1 | 3 | 18.77 |
| sky130_fd_sc_hd__and2_1 | 5 | 31.28 |
| sky130_fd_sc_hd__and3_1 | 4 | 25.02 |
| sky130_fd_sc_hd__buf_2 | 5 | 25.02 |
| sky130_fd_sc_hd__clkbuf_1 | 5 | 18.77 |
| sky130_fd_sc_hd__dfxtp_1 | 33 | 660.6 |
| sky130_fd_sc_hd__edfxtp_1 | 9 | 270.3 |
| sky130_fd_sc_hd__ha_1 | 12 | 150.1 |
| sky130_fd_sc_hd__inv_1 | 21 | 78.83 |
| sky130_fd_sc_hd__mux2i_1 | 3 | 30.03 |
| sky130_fd_sc_hd__mux4_2 | 3 | 67.56 |
| sky130_fd_sc_hd__nand2_1 | 16 | 60.06 |
| sky130_fd_sc_hd__nand2b_1 | 4 | 25.02 |
| sky130_fd_sc_hd__nand3_1 | 18 | 90.09 |
| sky130_fd_sc_hd__nand4_1 | 4 | 25.02 |
| sky130_fd_sc_hd__nor2_1 | 28 | 105.1 |
| sky130_fd_sc_hd__nor2_2 | 9 | 56.30 |
| sky130_fd_sc_hd__nor2b_1 | 4 | 25.02 |
| sky130_fd_sc_hd__nor3_1 | 16 | 80.08 |
| sky130_fd_sc_hd__nor4_1 | 5 | 31.28 |
| sky130_fd_sc_hd__o21ai_0 | 4 | 20.02 |
| sky130_fd_sc_hd__o22ai_1 | 3 | 18.77 |
| sky130_fd_sc_hd__xnor2_1 | 21 | 183.9 |
| sky130_fd_sc_hd__xor2_1 | 12 | 105.1 |
[worst reg2reg max path, stage by stage (launching register included)]
cell	delay, ns
sky130_fd_sc_hd__dfxtp_1	0.43
sky130_fd_sc_hd__ha_1	0.41
sky130_fd_sc_hd__nand4_1	0.29
sky130_fd_sc_hd__nor2_1	0.36
sky130_fd_sc_hd__a311oi_1	0.15
sky130_fd_sc_hd__a31o_2	0.24
sky130_fd_sc_hd__a22oi_2	0.62
sky130_fd_sc_hd__a21oi_1	0.13
[registers in the layout, indices dropped and copies added (netlist names)]
signal,cells
x.counter,16
x.state,1
pattern,7
column,2
counter,16
[per-stage QoR]
stage	utilization (%)	area, um^2	power [mW]	setup WS [ns]	hold slack (ns)
3_3_place_gp	46.11	2928	0.4303	1.687	0.4591
6_report	47.37	3008	0.6564	1.712	0.4783
3_5_place_dp	46.11	2928	0.4304	1.636	0.4666
2_1_floorplan	-	2628	0.4138	2.142	0.4408
5_1_grt	47.37	3008	0.6889	1.454	0.5134
4_1_cts	47.37	3008	0.6686	1.727	0.4846
[cell families after synthesis]
group	Yosys count
AOI/OAI and AO/OA	45
and+or+nand+nor	125
xor gates and xnor gates	33
DFF	42
muxes	7
other	1
adders and majority gates	12
buffers and inverters	34
[final cells by class]
class	instances	area share (%)
tap	77	3.203
sequential	42	30.95
multi-input combinational	223	51.33
clock buffer	8	2.662
timing repair buffer	28	9.235
inverter	21	2.621
[routing by layer]
layer	wire length [um]	GRT usage (%)
met2	2209	24.44
met3	115	2.220
met4	53	1.411
met1	2309	21.46
met5	0	0
[worst max-delay path by stage]
stage               to  cells past startpoint  slack [ns]
5_1_grt   x.counter[9]                      7        1.45
6_report       x.state                      7        1.71
4_1_cts        x.state                      7        1.73
[power by group]
group / internal (mW) / switching, mW / total [mW]
clock: 0.110 / 0.124 / 0.234
sequential: 0.384 / 0 / 0.384
combinational: 0.0223 / 0.0154 / 0.0377
Power is estimated from default activity; no workload was simulated.
